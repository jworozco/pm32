`design/flow/run.sh`:
```
#!/bin/bash
# OpenROAD 26Q1-2900-gdf79404cd8, Yosys 0.63+post, stock flow scripts
make -C /OpenROAD-flow-scripts/flow DESIGN_CONFIG=/design/flow/config.mk WORK_HOME=/design/flow/orfs finish
```
`design/flow/config.mk`:
```
export PLATFORM = sky130hd
export DESIGN_NAME = pm32
export DESIGN_NICKNAME = pm32
export VERILOG_FILES = /design/flow/design.v
export SDC_FILE = /design/flow/constraint.sdc
export NUM_CORES = 4
export LEC_CHECK = 1
export CORE_UTILIZATION = 30
```
`design/flow/constraint.sdc`:
```
current_design pm32

set clk_period 5.6
set clk_io_pct 0.2

create_clock -name clk0 -period $clk_period [get_ports {clk}]

set non_clock_inputs [all_inputs -no_clocks]
set_input_delay [expr $clk_period * $clk_io_pct] -clock clk0 $non_clock_inputs
set_output_delay [expr $clk_period * $clk_io_pct] -clock clk0 [all_outputs]
```
`design/flow/design.v`:
```
`timescale    1ns/1ps
`default_nettype    none
module pm32 (
    input  logic          clk,
    input  logic          rst,
    input  logic          start,
    input  logic [31:0]   mc,
    input  logic [31:0]   mp,
    output logic [63:0]   p,
    output logic          done,
    input  logic          op  
);
    logic        pw;
    logic [31:0] Y;
    logic [7:0]  cnt, ncnt;
    logic [1:0]  state, nstate;
    typedef enum logic [1:0] {
        IDLE    = 2'b00,
        RUNNING = 2'b01,
        DONE    = 2'b10
    } state_t;
    always_ff @(posedge clk or posedge rst) begin
        if(rst)
            state <= IDLE;
        else
            state <= nstate;
    end
    always_comb begin
        case(state)
            IDLE    : nstate = start ? RUNNING : IDLE;
            RUNNING : nstate = (cnt == 64) ? DONE : RUNNING;
            DONE    : nstate = start ? RUNNING : DONE;
            default : nstate = IDLE;
        endcase
    end
    always_ff @(posedge clk or posedge rst) begin
        if(rst)
            cnt <= '0;
        else
            cnt <= ncnt;
    end
    always_comb begin
        case(state)
            IDLE    : ncnt = '0;
            RUNNING : ncnt = cnt + 1'b1;
            DONE    : ncnt = '0;
            default : ncnt = '0;
        endcase
    end
    always_ff @(posedge clk or posedge rst) begin
        if(rst)
            Y <= '0;
        else if(start)
            Y <= mp;
        else if(state == RUNNING)
            Y <= Y >> 1;
    end
    always_ff @(posedge clk or posedge rst) begin
        if(rst)
            p <= '0;
        else if(start)
            p <= '0;
        else if(state == RUNNING)
            p <= {pw, p[63:1]};
    end
    logic y;
    assign y = (state == RUNNING) ? Y[0] : 1'b0;
    spm #(.SIZE(32)) spm32(
        .clk(clk),
        .rst(rst),
        .x(mc),
        .y(y),
        .p(pw)
    );
    assign done = (state == DONE);
endmodule
// synthesis translate_off
// synthesis translate_on
`timescale    1ns/1ps
`default_nettype    none
module spm #(parameter SIZE = 32)(
    input  logic              clk,
    input  logic              rst,
    input  logic              y,
    input  logic [SIZE-1:0]   x,
    output logic              p
);
    logic [SIZE-1:1]     pp;
    logic [SIZE-1:0]     xy;
    genvar i;
    CSADD csa0 (.clk(clk), .rst(rst), .x(x[0]&y), .y(pp[1]), .sum(p));
    generate
        for(i=1; i<SIZE-1; i++) begin : gen_csa
            CSADD csa (.clk(clk), .rst(rst), .x(x[i]&y), .y(pp[i+1]), .sum(pp[i]));
        end
    endgenerate
    TCMP tcmp (.clk(clk), .rst(rst), .a(x[SIZE-1]&y), .s(pp[SIZE-1]));
endmodule
module CSADD(
    input  logic  clk,
    input  logic  rst,
    input  logic  x,
    input  logic  y,
    output logic  sum
);
    logic sc;
    logic hsum1, hco1;
    assign hsum1 = y ^ sc;
    assign hco1 = y & sc;
    logic hsum2, hco2;
    assign hsum2 = x ^ hsum1;
    assign hco2 = x & hsum1;
    always_ff @(posedge clk or posedge rst) begin
        if (rst) begin
            sum <= 1'b0;
            sc <= 1'b0;
        end
        else begin
            sum <= hsum2;
            sc <= hco1 ^ hco2;
        end
    end
endmodule
module TCMP (
    input  logic  clk,
    input  logic  rst,
    input  logic  a,
    output logic  s
);
    logic z;
    always_ff @(posedge clk or posedge rst) begin
        if (rst) begin
            s <= 1'b0;
            z <= 1'b0;
        end
        else begin
            z <= a | z;
            s <= a & ~z;   
        end
    end
endmodule
```
==> results.txt <==
Notes from the flow run.

Synth:
- The run puts the summed instance area of the synthesized netlist at 6940 µm².
- The run gives the instance tally after logic synthesis as 527.
- After synthesis, the mean cell area works out to 13.2 µm².
- sky130_fd_sc_hd__dfrtp_1 is the most common cell in the netlist.
- The run gives the number of flip-flops and latches in the synthesized netlist as 171.
- The run gives the share of Yosys cell area claimed by the top area cell type as 0.613.
- Counting flops with a built-in enable in the synthesized netlist gives 0.
- After synthesis, the chip area reported by Yosys is 6940 µm².
- The run puts the yosys stat cell total at 527.
- Yosys reports that the most numerous cell types are 170 x sky130_fd_sc_hd__dfrtp_1, 95 x sky130_fd_sc_hd__mux2i_1, 70 x sky130_fd_sc_hd__nor2_1, 36 x sky130_fd_sc_hd__o21ai_0, 33 x sky130_fd_sc_hd__nand2_1.
- The run gives the Yosys warning count as 4.
- The run gives the number of different library cells in the post-synthesis netlist as 25.
- Sorting the Yosys area breakdown by cell type puts at the top sky130_fd_sc_hd__dfrtp_1.
- The run puts the fraction of registers with async set or reset after synthesis at 1.00.
- The synthesis report lists the most area-consuming cells as sky130_fd_sc_hd__dfrtp_1 61%, sky130_fd_sc_hd__mux2i_1 14%, sky130_fd_sc_hd__fa_1 8.9%.
- The run puts the register share after synthesis at 0.617.
- The most used flip-flop cell after synthesis is sky130_fd_sc_hd__dfrtp_1.

Finish:
- The run puts the number of fill cells at 2,072.
- The run gives the core occupancy in the finished layout as 0.403.
- In the final layout, the multi-input gates occupy 2500 µm².
- The run puts the share of cells above drive strength 1 at 0.0676.
- Relative to the synthesized area, the layout overhead comes to 31.4%.
- The run gives the final non-filler cell area as 9120 µm².
- Leaving out filler cells and counting taps, the final layout contains 951.
- The run gives the footprint of the flip-flops and latches as 4280 µm².

Placed design:
- At the end of routability-driven placement, the weighted congestion stood at 0.776.
- In this run, placement finished with an instance count of 919.
- The run puts the post-detailed-placement half-perimeter wirelength at 8.45 mm.
- The run gives the post-detailed-placement cell area as 8540 µm².
- The run gives the count of buffers inserted at the top-level ports as 131.

Route:
- The run puts the number of antenna cells inserted at 0.
- The run puts the wire length per cell after detailed routing at 13.5 µm.
- The run puts the total iterations of the first detailed-routing run at 4.
- The run puts the initial DRC count at 200.
- The run gives the final wirelength as 12.9 mm.
- The run gives the count of unresolved DRC violations after routing as 0.
- The run gives the vias per cell as 4.50.
- The run gives the number of nets with antenna violations after detailed routing as 0.
- The run gives the detailed-route via count as 4,282.

Pwr:
- The run puts the peak ir drop on the vdd network at 0.187 mV.
- The run gives the leakage power summed over all cells as 4.72 nW.
- Total power normalized to cell area comes to 332 nW/µm².

Hold path:
- The run gives the class of the tightest hold or removal check as register to register.

Run:
- OpenROAD emitted warnings numbering 27.
- The run gives the total of max-cap violations as 0.

Timing:
- The run gives the post-layout period usage of the worst path as 0.477.
- The final timing report lists clock skew as 0.00798 ns.
- The run gives the slew of the pin with the lowest slew margin as 0.777 ns.
- The run puts the minimum clock period after layout at 2.67 ns.
- The run puts the max-slew violation count at 0.
- The run puts the timing-limited maximum frequency at 374 MHz.
- The run puts the final hold slack at 0.415 ns.
- The slew check shows that the tightest pin keeps a relative margin of 0.482.
- The run gives the number of hold violations in the final report as 0.
- Setup repair after global routing left no endpoint under its margin.
- The run puts the final setup violation count at 0.
- The run puts the summed negative setup slack over all endpoints at 0 ns.

Worst setup path:
- The run gives the critical path's slowest cell as sky130_fd_sc_hd__dfrtp_4.
- The run gives the critical path launch point type as a register.
- The critical path endpoint has a required time of 5.87 ns.
- The run gives the category of the worst setup path capture point as a register.
- The run puts the data arrival time of the worst path at 2.94 ns.
- The critical path maximum fanout is 49.
- The run gives the kind of cell with the highest combined delay on the critical path as buffers and inverters.
- The critical path is of the register to register type.
- The run puts the worst stage delay on the critical path at 0.79 ns.
- In this design, the critical path's most frequently occurring cell is sky130_fd_sc_hd__buf_4.
- The run puts the buffer and inverter count on the worst path at 2.
- Listed in order, past its start point the critical path passes buf_4 -> buf_4 -> mux2i_1 -> nor2_1.

Floorplanning:
- The run puts the die outline width at 154 µm.
- The run gives the full die area as 23,700 µm².
- For this configuration, the core starts out at a cell density of 0.306.
- The run puts the area of the placeable core at 22,600 µm².
- The run gives the die height as 154 µm.
- 133 I/O pins were placed.
- The run puts the placement row count at 55.

Clock network:
- The run gives the clock tree root buffer cell as sky130_fd_sc_hd__clkbuf_16.
- Clock-pin slew was measured on the worst setup and hold paths at 0.07 ns.
- The run gives the number of buffers created by CTS as 17.
- The run gives the worst-case clock buffer depth as 2.
- The run gives the worst-skew pair later-pin latency as 0.42 ns.
- The run puts the number of clock sinks at 171.
- Looking at the clock tree report, the H-tree level count equals 4.
- The run gives the number of hold buffers added after CTS as 0.
- The run gives the number of buffers inserted by post-CTS setup repair as 0.
- The run gives the number of cells upsized or downsized after cts as 0.
- TritonCTS built the clock tree.

Global route:
- The run puts the via count of the first global-routing pass at 4,399.
- The run puts the largest net degree at the start of global routing at 82.
- The run puts the aggregate global-route resource usage at 0.119.
- The run gives the total global routing overflow as 0.
- The run puts the number of antenna violations at the first check in global routing at 0.
- The run puts the first-pass GRT wire length at 22.0 mm.

Status:
- The run finished with clean final reports.
## flip-flops by register name (all words and copies together), names as in the netlist
name / flops
p: 64
Y: 32
spm32.gen_csa.csa.sc: 30
spm32.gen_csa.csa.sum: 30
cnt: 8
state: 3
spm32.csa0.sc: 1
spm32.csa0.sum: 1
spm32.tcmp.s: 1
spm32.tcmp.z: 1
## stage by stage
step                      power [W]  worst slack (ns)
final                       0.00303              2.93
after global routing        0.00323              2.74
after CTS                   0.00310              2.91
after detailed placement    0.00191              2.64
after global placement      0.00189              2.68
after floorplan             0.00175              2.30
## worst paths after layout
check	start	to	slack (ns)	cells past startpoint
setup reg to reg	state[2]$_DFF_PP0_	p[27]$_DFFE_PP0P_	2.93	4
setup / recovery	state[2]$_DFF_PP0_	p[27]$_DFFE_PP0P_	2.93	4
max in group asynchronous	rst	Y[31]$_DFFE_PP0P_	3.19	4
min in group asynchronous	rst	p[27]$_DFFE_PP0P_	1.08	2
hold reg to reg	spm32.tcmp.z$_DFF_PP0_	spm32.tcmp.s$_DFF_PP0_	0.41	1
hold / removal	spm32.tcmp.z$_DFF_PP0_	spm32.tcmp.s$_DFF_PP0_	0.41	1
## where the power goes
| part | internal [W] | total [W] | switching [W] |
|---|---|---|---|
| sequential | 0.00146 | 0.00157 | 0.000111 |
| clock | 0.000631 | 0.00116 | 0.000525 |
| combinational | 0.000162 | 0.000306 | 0.000144 |
| total | 0.00225 | 0.00303 | 0.000781 |
## cells by family (layout without fill, tap and decap cells)
| kind of cell | Yosys count | count (layout) | share of synthesized area |
|---|---|---|---|
| adder cells (fa/ha/maj) | 33 | 33 | 0.0931 |
| flip-flops | 171 | 171 | 0.617 |
| buffers and inverters | 37 | 176 | 0.0220 |
| AND/OR/NAND/NOR | 147 | 147 | 0.0965 |
| XOR/XNOR | 3 | 3 | 0.00379 |
| AND-OR/OR-AND | 41 | 41 | 0.0307 |
| multiplexers | 95 | 95 | 0.137 |
## placed cells by master (no fill, tap or decap), types with 2 or more instances in the layout
cell type                         synthesis  routed
sky130_fd_sc_hd__a21oi_1                  3       3
sky130_fd_sc_hd__a22o_1                   2       2
sky130_fd_sc_hd__and3_1                  31      31
sky130_fd_sc_hd__buf_4                    0       9
sky130_fd_sc_hd__clkbuf_16                0      17
sky130_fd_sc_hd__clkdlybuf4s50_1          0     130
sky130_fd_sc_hd__clkinv_2                 0       2
sky130_fd_sc_hd__clkinv_4                 0       2
sky130_fd_sc_hd__clkinvlp_4               0       2
sky130_fd_sc_hd__dfrtp_1                170     169
sky130_fd_sc_hd__fa_1                    31      31
sky130_fd_sc_hd__ha_1                     2       2
sky130_fd_sc_hd__inv_1                    5       4
sky130_fd_sc_hd__inv_6                    0       6
sky130_fd_sc_hd__inv_8                    0       2
sky130_fd_sc_hd__mux2i_1                 95      95
sky130_fd_sc_hd__nand2_1                 33      33
sky130_fd_sc_hd__nand3_1                  4       4
sky130_fd_sc_hd__nor2_1                  70      70
sky130_fd_sc_hd__o21ai_0                 36      36
sky130_fd_sc_hd__or3_1                    3       3
sky130_fd_sc_hd__xor2_1                   2       2
## cell type report
cell class | instances | area share
flip-flops and latches | 171 | 0.470
clock inverters | 15 | 0.0172
repair buffers | 139 | 0.150
clock buffers | 17 | 0.0467
inverters | 5 | 0.00247
well taps | 285 | 0.0391
multi-input cells | 319 | 0.275
## layer usage
| layer | track usage | routed length (µm) | vias to the layer above |
|---|---|---|---|
| met2 | 0.172 | 5860 | 113 |
| met4 | 0.0138 | 158 | 0 |
| met3 | 0.0385 | 813 | 13 |
| met5 | 0 | 0 | - |
| met1 | 0.187 | 6030 | 2135 |
| li1 | - | - | 2021 |
Power and IR drop assume default switching activity.
